`./constraint.sdc`:
```
current_design DSP_async

set clk_period 16.7
set clk_io_pct 0.2

create_clock -name clk0 -period $clk_period [get_ports {CLK}]

set non_clock_inputs [all_inputs -no_clocks]
set_input_delay [expr $clk_period * $clk_io_pct] -clock clk0 $non_clock_inputs
set_output_delay [expr $clk_period * $clk_io_pct] -clock clk0 [all_outputs]
```
`./config.mk`:
```
export PLATFORM = sky130hd
export DESIGN_NAME = DSP_async
export DESIGN_NICKNAME = DSP_async
export VERILOG_FILES = /design/flow/design.v
export SDC_FILE = /design/flow/constraint.sdc
export NUM_CORES = 4
export LEC_CHECK = 1
export CORE_UTILIZATION = 30
```
`./run.sh`:
```
#!/bin/bash
# OpenROAD 26Q1-2900-gdf79404cd8, Yosys 0.63+post, stock flow scripts
make -C /OpenROAD-flow-scripts/flow DESIGN_CONFIG=/design/flow/config.mk WORK_HOME=/design/flow/orfs finish
```
`./design.v`:
```
module DSP_async(A,B,D,C,CLK,CARRYIN,OPMODE,BCIN,RSTA,RSTB,RSTM,RSTP,RSTC,RSTD,RSTCARRYIN,RSTOPMODE,CEA,CEB,CEM,CEP,CEC,CED,CECARRYIN,CEOPMODE,PCIN,
                BCOUT,PCOUT,P,M,CARRYOUT,CARRYOUTF);
parameter A0REG = 0;
parameter A1REG = 1;
parameter B0REG = 0;
parameter B1REG = 1;
parameter CREG  = 1;
parameter DREG  = 1;
parameter MREG  = 1;
parameter PREG  = 1;
parameter CARRYINREG  = 1;
parameter CARRYOUTREG = 1;
parameter OPMODEREG   = 1;
parameter CARRYINSEL  = "OPMODE5";  
parameter B_INPUT     = "DIRECT";   
parameter RSTTYPE     = "SYNC";     
input [17:0] A,B,D,BCIN;
input [47:0] C , PCIN;
input [7:0]  OPMODE;
input CARRYIN,CLK,RSTA,RSTB,RSTM,RSTP,RSTC,RSTD,RSTCARRYIN,RSTOPMODE,CEA,CEB,CEM,CEP,CEC,CED,CECARRYIN,CEOPMODE ;
output  [17:0] BCOUT;
output  [35:0] M;
output  [47:0] PCOUT;
output [47:0] P ;
output  CARRYOUTF;
output CARRYOUT;
wire [17:0] D_mux,B0_mux,A0_mux,A1_mux,B1_mux,B_input;
wire [47:0] C_mux;
wire [35:0] Multiplier_out,M_mux;
wire [7:0]  OPMODE_mux;
wire        CARRYIN_mux1,CIN;
reg [17:0] Pre_Adder_out, Pre_Adder_mux;
reg [47:0] Z_mux, X_mux, Post_Adder_out;
reg COUT;
gray_mux_async #(.WIDTH(18),.SEL(DREG))D_REG(D,D_mux,CED,RSTD,CLK);
gray_mux_async #(.WIDTH(18),.SEL(B0REG))B0_REG(B_input,B0_mux,CEB,RSTB,CLK);
gray_mux_async #(.WIDTH(18),.SEL(A0REG))A0_REG(A,A0_mux,CEA,RSTA,CLK);
gray_mux_async #(.WIDTH(48),.SEL(CREG))C_REG(C,C_mux,CEC,RSTC,CLK);
gray_mux_async #(.WIDTH(18),.SEL(B1REG))B1_REG(Pre_Adder_mux,B1_mux,CEB,RSTB,CLK);
gray_mux_async #(.WIDTH(18),.SEL(A1REG))A1_REG(A0_mux,A1_mux,CEA,RSTA,CLK);
gray_mux_async #(.WIDTH(36),.SEL(MREG))M_REG(Multiplier_out,M_mux,CEM,RSTM,CLK);
gray_mux_async #(.WIDTH(1),.SEL(CARRYINREG))CYI_REG(CARRYIN_mux1,CIN,CECARRYIN,RSTCARRYIN,CLK);
gray_mux_async #(.WIDTH(1),.SEL(CARRYOUTREG))CYO_REG(COUT,CARRYOUT,CECARRYIN,RSTCARRYIN,CLK);
gray_mux_async #(.WIDTH(48),.SEL(PREG))P_REG(Post_Adder_out,P,CEP,RSTP,CLK);
gray_mux_async #(.WIDTH(8),.SEL(OPMODEREG))OPMODE_REG(OPMODE,OPMODE_mux,CEOPMODE,RSTOPMODE,CLK);
assign B_input = (B_INPUT =="DIRECT")?B : (B_INPUT =="CASCADE")?BCIN : 0;
assign CARRYIN_mux1 = (CARRYINSEL =="OPMODE5")?OPMODE[5] : (CARRYINSEL =="CARRYIN")?CARRYIN: 0;
assign Multiplier_out = B1_mux * A1_mux;
assign CARRYOUTF = CARRYOUT;
assign PCOUT = P;
assign BCOUT = B1_mux;
assign M = M_mux;
always@(*) begin
case (OPMODE_mux[6])
 0 : Pre_Adder_out = D_mux + B0_mux;
 1 : Pre_Adder_out = D_mux - B0_mux;
 default : Pre_Adder_out = 0;
endcase
end
always@(*) begin
case (OPMODE_mux[4])
 0 : Pre_Adder_mux = B0_mux;
 1 : Pre_Adder_mux = Pre_Adder_out;
 default : Pre_Adder_mux = 0;
endcase
end
always@(*) begin
case (OPMODE_mux[1:0])
 0 : X_mux = 0;
 1 : X_mux = M;
 2 : X_mux = P;
 3 : X_mux = {D_mux[11:0],A1_mux[17:0],B1_mux[17:0]};
 default: X_mux =0;
endcase
end
always@(*) begin
case (OPMODE_mux[3:2])
 0 : Z_mux = 0;
 1 : Z_mux = PCIN;
 2 : Z_mux = P;
 3 : Z_mux = C_mux;
 default : Z_mux =0;
endcase
end
always@(*) begin
case (OPMODE_mux[7])
 0 : {COUT,Post_Adder_out} = Z_mux + X_mux + CIN;
 1 :  {COUT,Post_Adder_out} = Z_mux -(X_mux + CIN);
 default : {COUT,Post_Adder_out} = 0;
endcase
end
endmodule
module gray_mux_async(in,out,clk_en,rst,clk);
parameter WIDTH = 18;
parameter SEL = 1;
input clk,rst,clk_en;
input      [WIDTH-1 :0] in;
output  [WIDTH-1 :0] out;
 reg       [WIDTH-1 :0] in_reg;
always @(posedge clk or posedge rst) begin
    if(rst)
     in_reg <= 0;
    else if(clk_en)
     in_reg <= in; 
     else
     in_reg <= 0;  
end
assign out = (SEL == 1)?in_reg : in;
endmodule
```
==> flow_summary.yaml <==
# generated from flow reports
global_route:
  total_congestion_overflow_after_global_routing: 0
  globalRoute.busiestLayer: "met2"
  globalRouteMet3Util_pct: 8.863
  grt_pass1_vias: 21620
  grt_util_met1_pct: 27.52
  initial_antenna_violation_count: 7
  met2_track_demand_over_resource_pct: 31.64
  grt_pass1_wl_mm: 132.9
  maximum_number_of_pins_on_one_net_before_global_route_repair: 60
  gr-usage-all-layers_pct: 20.47
yosys:
  synthTopCellsByArea: "sky130_fd_sc_hd__fa_1, sky130_fd_sc_hd__dfrtp_1, sky130_fd_sc_hd__ha_1"
  yosys-stat-cells: 2984
  yosys-dominant-comb-family: "adder cells"
  synth_seq_share_pct: 18.51
  synth.distinct_cells: 71
  synth_area_leader_cell: "sky130_fd_sc_hd__fa_1"
  post_synth_ao_oa_area_fraction_pct: 14.14
  simple_gate_area_share_pct: 15.55
  ff_type: "sky130_fd_sc_hd__dfrtp_1"
  yosys-stat-area_um2: 26360
  post_synth_edffs: 0
  synthArstFlopShare_pct: 100.0
  ys.warnings.count: 7
  synth_adder_area_share_pct: 32.49
  yosys-mux-area-fraction_pct: 4.846
  synth_area_um2: 26360
  synthesis.instances: 2984
  avgSynthCellArea_um2: 8.835
  netlist.area_leader.share_pct: 19.82
  synth_flop_count: 195
  xor_xnor_portion_of_the_synthesized_cell_area_pct: 4.585
worst_hold_path:
  holdPathStages: 3
  hp-start: "D_REG.in_reg[1]$_DFF_PP0_"
  timing.hold.worst_endpoint: "B1_REG.in_reg[1]$_DFF_PP0_"
  worstHoldPathType: "reg -> reg"
timing:
  worst-slew-pin-transition_ns: 0.8854
  slew-limit-headroom_pct: 40.98
  timing.final.hold_violations: 0
  clock.fmax_mhz: 126.6
  timing.final.setup_violations: 0
  clock_skew_ns: 0.03071
  worst_setup_margin_ns: 8.800
  layout_min_cycle_time_ns: 7.900
  fin_crit_sh_pct: 47.30
  report.final.slew_viol_count: 0
  grt_setup_unrepaired: "false"
  setup_tns_ns: 0
clock_network:
  clk_pin_slew_ns: 0.09
  num_cts_buffers: 17
  tritoncts: "built"
  clock_sinks: 195
  post-cts-setup-buffers: 0
  clock_tree.htree_level_count: 4
  post_cts_hold_buffer_count: 0
  cts-resized-gates: 0
  insertion_delay_ns: 0.52
  max-clock-path-buffers: 2
  cts_root_buffer: "sky130_fd_sc_hd__clkbuf_16"
floorplan:
  die_w_um: 298.4
  core_area_um2: 86890
  die_h_um: 298.4
  fp.dieArea_um2: 89070
  placementRows: 108
  num_io_pins: 346
  floorplan_core_density_pct: 30.34
routing:
  drc_errors: 0
  detailedRoute.firstPassIterationCount: 7
  wl_per_cell_um: 19.88
  detail_route.iter0.violations: 1212
  vias: 21310
  antenna_viol_nets_final: 0
  vias_per_cell: 4.895
  drt_wl_total_mm: 86.54
power:
  pwr_density_cell_nw_per_um2: 84.91
  total_power_mw: 2.646
  peak_ir_drop_on_the_vdd_network_mv: 0.09338
  leakagePower_nw: 15.07
cells_and_area:
  drive_gt1_share_pct: 6.011
  final_cell_mix: "sky130_fd_sc_hd__inv_1, sky130_fd_sc_hd__clkdlybuf4s50_1, sky130_fd_sc_hd__ha_1, sky130_fd_sc_hd__and2_1, sky130_fd_sc_hd__fa_1"
  mostFrequentLayoutCell: "sky130_fd_sc_hd__inv_1"
  stdcell_count: 4354
  area_delta_synth_final_pct: 18.21
place:
  dpl.cell_count: 4317
  routability_congestion_estimate: 0.9725
  dp_worst_setup_slack_ns: 8.422
  input_output_buffers: 326
  place_hpwl_mm: 68.64
worst_setup_path:
  criticalPathCategory: "in -> reg"
  rr_startpoint: "A1_REG.in_reg[8]$_DFF_PP0_"
  critPathLaunch: "PCIN[0]"
  worst-r2r-setup-slack_ns: 9.53
  worst-endpoint-arrival_ns: 8.29
  worstPathRequired_ns: 17.10
  cp_max_fo: 4
  worst_r2r_endpoint: "M_REG.in_reg[32]$_DFF_PP0_"
  r2r.worst_path.cells: 21
  endpoint_kind: "register"
  setup.worst_path.start_class: "primary input"
run_status:
  status: "complete, no violations"
job:
  maxCapViolCount: 0
  tool_warnings: 91
==> per-layer routing <==
layer	up-vias	share of wire, %
met3	84	11
met1	10370	42
met4	6	1.9
li1	10060	-
met2	795	45
met5	-	0.043
==> worst max-delay path, cell delays in order <==
cell and delay [ns]:
sky130_fd_sc_hd__clkdlybuf4s50_1 0.39, sky130_fd_sc_hd__mux2_2 0.31, sky130_fd_sc_hd__a22o_1 0.24, sky130_fd_sc_hd__fa_1 0.55, sky130_fd_sc_hd__fa_1 0.54, sky130_fd_sc_hd__o211ai_1 0.27
sky130_fd_sc_hd__a21oi_1 0.10, sky130_fd_sc_hd__a21oi_1 0.22, sky130_fd_sc_hd__a41oi_1 0.36, sky130_fd_sc_hd__a221o_1 0.46, sky130_fd_sc_hd__o32ai_1 0.46, sky130_fd_sc_hd__o21ai_1 0.21
sky130_fd_sc_hd__a31oi_1 0.41, sky130_fd_sc_hd__o21ai_0 0.17, sky130_fd_sc_hd__xnor2_1 0.16, sky130_fd_sc_hd__o22ai_1 0.09
==> synthesized netlist by cell type, drive strengths merged (7+ instances only) <==
cell	instances
a211oi	12
a21boi	7
a21o	89
a21oi	156
a22o	80
a31oi	12
and2	265
and3	18
buf	59
clkbuf	142
dfrtp	195
fa	261
ha	267
inv	443
mux2	85
mux2i	32
nand2	260
nand2b	12
nand3	27
nand4	20
nor2	115
nor2b	43
nor3	22
o21a	16
o21ai	69
o21bai	26
o22ai	15
or3	11
xnor2	85
xor2	53
==> cell type report <==
type | count | area (um2)
Tap cell | 1155 | 1445
Sequential cell | 195 | 4886
Multi-Input combinational cell | 2144 | 18890
Timing Repair Buffer | 379 | 3656
Antenna cell | 5 | 12.51
Fill cell | 8914 | 55720
Inverter | 444 | 1667
Clock inverter | 14 | 175.2
Clock buffer | 18 | 429.2
==> power by group <==
group | internal, mW | switching [mW] | total, mW
sequential | 0.532 | 0.108 | 0.640
combinational | 0.725 | 0.835 | 1.56
clock | 0.204 | 0.241 | 0.445
==> cells by family after synthesis <==
kind of cell	after synthesis
buf+inv	645
mux	117
flops	195
xor+xnor	138
fa+ha+maj	528
simple gates	812
compound gates	549
==> worst max path at each step <==
stage,slack (ns),cells past startpoint,end
CTS,8.94,16,P_REG.in_reg[36]$_DFF_PP0_
global route,8.60,16,P_REG.in_reg[36]$_DFF_PP0_
finish,8.80,16,P_REG.in_reg[36]$_DFF_PP0_
==> through the flow <==
step / hold WS [ns] / util [%] / cell area [um2]
2_1_floorplan: 0.5889 / - / 26360
3_3_place_gp: 0.7969 / 35.16 / 30550
3_5_place_dp: 0.8012 / 35.16 / 30550
4_1_cts: 0.8168 / 35.85 / 31150
5_1_grt: 0.8427 / 35.85 / 31150
6_report: 0.7984 / 35.87 / 31160
Power and IR drop assume default switching activity.

<file path="./run.sh">
#!/bin/bash
# OpenROAD 26Q1-2900-gdf79404cd8, Yosys 0.63+post, stock flow scripts
make -C /OpenROAD-flow-scripts/flow DESIGN_CONFIG=/design/flow/config.mk WORK_HOME=/design/flow/orfs finish
</file>
<file path="./constraint.sdc">
current_design DSP

set clk_period 13.6
set clk_io_pct 0.2

create_clock -name clk0 -period $clk_period [get_ports {CLK}]

set non_clock_inputs [all_inputs -no_clocks]
set_input_delay [expr $clk_period * $clk_io_pct] -clock clk0 $non_clock_inputs
set_output_delay [expr $clk_period * $clk_io_pct] -clock clk0 [all_outputs]
</file>
<file path="./design.v">
module DSP(A,B,D,C,CLK,CARRYIN,OPMODE,BCIN,RSTA,RSTB,RSTM,RSTP,RSTC,RSTD,RSTCARRYIN,RSTOPMODE,CEA,CEB,CEM,CEP,CEC,CED,CECARRYIN,CEOPMODE,PCIN,
                BCOUT,PCOUT,P,M,CARRYOUT,CARRYOUTF);
input [17:0] A,B,D,BCIN;
input [47:0] C , PCIN;
input [7:0]  OPMODE;
input CARRYIN,CLK,RSTA,RSTB,RSTM,RSTP,RSTC,RSTD,RSTCARRYIN,RSTOPMODE,CEA,CEB,CEM,CEP,CEC,CED,CECARRYIN,CEOPMODE ;
output [17:0] BCOUT;
output  [35:0] M;
output  [47:0] P ,PCOUT;
output  CARRYOUT,CARRYOUTF;
parameter RSTTYPE = "SYNC";
generate 
    if( RSTTYPE == "SYNC")
      DSP_sync DSPS(A,B,D,C,CLK,CARRYIN,OPMODE,BCIN,RSTA,RSTB,RSTM,RSTP,RSTC,RSTD,RSTCARRYIN,RSTOPMODE,CEA,CEB,CEM,CEP,CEC,CED,CECARRYIN,CEOPMODE,PCIN,
                BCOUT,PCOUT,P,M,CARRYOUT,CARRYOUTF);
   else 
      DSP_async DSPA(A,B,D,C,CLK,CARRYIN,OPMODE,BCIN,RSTA,RSTB,RSTM,RSTP,RSTC,RSTD,RSTCARRYIN,RSTOPMODE,CEA,CEB,CEM,CEP,CEC,CED,CECARRYIN,CEOPMODE,PCIN,
                BCOUT,PCOUT,P,M,CARRYOUT,CARRYOUTF);
endgenerate
endmodule
module DSP_sync(A,B,D,C,CLK,CARRYIN,OPMODE,BCIN,RSTA,RSTB,RSTM,RSTP,RSTC,RSTD,RSTCARRYIN,RSTOPMODE,CEA,CEB,CEM,CEP,CEC,CED,CECARRYIN,CEOPMODE,PCIN,
                BCOUT,PCOUT,P,M,CARRYOUT,CARRYOUTF);
parameter A0REG = 0;
parameter A1REG = 1;
parameter B0REG = 0;
parameter B1REG = 1;
parameter CREG  = 1;
parameter DREG  = 1;
parameter MREG  = 1;
parameter PREG  = 1;
parameter CARRYINREG  = 1;
parameter CARRYOUTREG = 1;
parameter OPMODEREG   = 1;
parameter CARRYINSEL  = "OPMODE5";  
parameter B_INPUT     = "DIRECT";   
parameter RSTTYPE     = "SYNC";     
input [17:0] A,B,D,BCIN;
input [47:0] C , PCIN;
input [7:0]  OPMODE;
input CARRYIN,CLK,RSTA,RSTB,RSTM,RSTP,RSTC,RSTD,RSTCARRYIN,RSTOPMODE,CEA,CEB,CEM,CEP,CEC,CED,CECARRYIN,CEOPMODE ;
output  [17:0] BCOUT;
output  [35:0] M;
output  [47:0] PCOUT;
output [47:0] P ;
output  CARRYOUTF;
output CARRYOUT;
wire [17:0] D_mux,B0_mux,A0_mux,A1_mux,B1_mux,B_input;
wire [47:0] C_mux;
wire [35:0] Multiplier_out,M_mux;
wire [7:0]  OPMODE_mux;
wire        CARRYIN_mux1,CIN;
reg [17:0] Pre_Adder_out, Pre_Adder_mux;
reg [47:0] Z_mux, X_mux, Post_Adder_out;
reg COUT;
gray_mux_sync #(.WIDTH(18),.SEL(DREG))D_REG(D,D_mux,CED,RSTD,CLK);
gray_mux_sync #(.WIDTH(18),.SEL(B0REG))B0_REG(B_input,B0_mux,CEB,RSTB,CLK);
gray_mux_sync #(.WIDTH(18),.SEL(A0REG))A0_REG(A,A0_mux,CEA,RSTA,CLK);
gray_mux_sync #(.WIDTH(48),.SEL(CREG))C_REG(C,C_mux,CEC,RSTC,CLK);
gray_mux_sync #(.WIDTH(18),.SEL(B1REG))B1_REG(Pre_Adder_mux,B1_mux,CEB,RSTB,CLK);
gray_mux_sync #(.WIDTH(18),.SEL(A1REG))A1_REG(A0_mux,A1_mux,CEA,RSTA,CLK);
gray_mux_sync #(.WIDTH(36),.SEL(MREG))M_REG(Multiplier_out,M_mux,CEM,RSTM,CLK);
gray_mux_sync #(.WIDTH(1),.SEL(CARRYINREG))CYI_REG(CARRYIN_mux1,CIN,CECARRYIN,RSTCARRYIN,CLK);
gray_mux_sync #(.WIDTH(1),.SEL(CARRYOUTREG))CYO_REG(COUT,CARRYOUT,CECARRYIN,RSTCARRYIN,CLK);
gray_mux_sync #(.WIDTH(48),.SEL(PREG))P_REG(Post_Adder_out,P,CEP,RSTP,CLK);
gray_mux_sync #(.WIDTH(8),.SEL(OPMODEREG))OPMODE_REG(OPMODE,OPMODE_mux,CEOPMODE,RSTOPMODE,CLK);
assign B_input = (B_INPUT =="DIRECT")?B : (B_INPUT =="CASCADE")?BCIN : 0;
assign CARRYIN_mux1 = (CARRYINSEL =="OPMODE5")?OPMODE[5] : (CARRYINSEL =="CARRYIN")?CARRYIN: 0;
assign Multiplier_out = B1_mux * A1_mux;
assign CARRYOUTF = CARRYOUT;
assign PCOUT = P;
assign BCOUT = B1_mux;
assign M = M_mux;
always@(*) begin
case (OPMODE_mux[6])
 0 : Pre_Adder_out = D_mux + B0_mux;
 1 : Pre_Adder_out = D_mux - B0_mux;
 default : Pre_Adder_out = 0;
endcase
end
always@(*) begin
case (OPMODE_mux[4])
 0 : Pre_Adder_mux = B0_mux;
 1 : Pre_Adder_mux = Pre_Adder_out;
 default : Pre_Adder_mux = 0;
endcase
end
always@(*) begin
case (OPMODE_mux[1:0])
 0 : X_mux = 0;
 1 : X_mux = M;
 2 : X_mux = P;
 3 : X_mux = {D_mux[11:0],A1_mux[17:0],B1_mux[17:0]};
 default: X_mux =0;
endcase
end
always@(*) begin
case (OPMODE_mux[3:2])
 0 : Z_mux = 0;
 1 : Z_mux = PCIN;
 2 : Z_mux = P;
 3 : Z_mux = C_mux;
 default : Z_mux =0;
endcase
end
always@(*) begin
case (OPMODE_mux[7])
 0 : {COUT,Post_Adder_out} = Z_mux + X_mux + CIN;
 1 :  {COUT,Post_Adder_out} = Z_mux -(X_mux + CIN);
 default : {COUT,Post_Adder_out} = 0;
endcase
end
endmodule
module gray_mux_sync(in,out,clk_en,rst,clk);
parameter WIDTH = 18;
parameter SEL = 1;
input clk,rst,clk_en;
input      [WIDTH-1 :0] in;
output  [WIDTH-1 :0] out;
 reg       [WIDTH-1 :0] in_reg;
always @(posedge clk) begin
    if(rst)
     in_reg <= 0;
    else if(clk_en)
     in_reg <= in; 
     else
     in_reg <= 0;  
end
assign out = (SEL == 1)?in_reg : in;
endmodule
</file>
<file path="./config.mk">
export PLATFORM = sky130hd
export DESIGN_NAME = DSP
export DESIGN_NICKNAME = DSP
export VERILOG_FILES = /design/flow/design.v
export SDC_FILE = /design/flow/constraint.sdc
export NUM_CORES = 4
export LEC_CHECK = 1
export CORE_UTILIZATION = 30
</file>
==> metrics.log <==
[flow] final metrics
INFO  metric slew_violations = 0
INFO  metric finish.utilization = a little over a third
INFO  metric antenna_found_initial = 8
INFO  metric finalClockSkew = between 20 and 30 ps
INFO  metric grtUsageTotal = a little over a fifth
INFO  metric maxClockFrequency = around 0.15 GHz
INFO  metric die_w = roughly 300 um
INFO  metric drv_cap = 0
INFO  metric pwr-share-clk = 30.9%
INFO  metric finalWeightedCongestion = between 0.9 and 1
INFO  metric ir_worst_vdd = roughly 0.1 mV
INFO  metric dp.cells = between 4,000 and 5,000
INFO  metric drt-initial-drc-count = roughly 1,400
INFO  metric crit_path_end_kind = flip-flop
INFO  metric routed_wirelength = 93.6 mm
INFO  metric worst_ep_arrival_time = around 7200 ps
INFO  metric grt.met3_usage = under 10%
INFO  metric drc = 0
INFO  metric worst_hold_path_startpoint = genblk1.DSPS.D_REG.in_reg[0]
INFO  metric io-pin-count = between 300 and 400
INFO  metric switching_share = 37.1%
INFO  metric ys_warn_count = 7
INFO  metric cts.sink_count = between 150 and 200
INFO  metric area.growth.synth_to_final = 18.4%
INFO  metric clk_pin_slew = about 100 ps
INFO  metric finalNonFillerCells = approximately 4,500
INFO  metric register_share_after_synthesis = around 15%
INFO  metric cts_tree = done
INFO  metric power_switching = ~660 uW
INFO  metric synthTopCellsByArea = fa_1 (20%), dfxtp_1 (15%), ha_1 (13%)
INFO  metric cts.hold.buffers_added = 0
INFO  metric worstHoldPathCells = 3
INFO  metric synth-edff-count = 0
INFO  metric clock_tree.buffer_depth = 2
INFO  metric clock_latency = 520 ps
INFO  metric final_layout_top_logic_cells = inv_1 (463), clkdlybuf4s50_1 (326), nand2_1 (277)
INFO  metric wl_per_cell = between 20 and 25 um
INFO  metric max_slew_margin = 43.5%
INFO  metric portBuffers = 326
INFO  metric synthDominantAreaCellType = fa_1
INFO  metric hold-path-endpoint = genblk1.DSPS.B1_REG.in_reg[0]
INFO  metric final.period_utilization = 50.0%
INFO  metric final.min_clock_period = between 6000 and 7000 ps
INFO  metric yosys_cells = 3,132
INFO  metric viasPerCell = about 5
INFO  metric cell_internal_pwr = between 1 and 1.5 mW
INFO  metric reg2reg_slack = ~7000 ps
INFO  metric worst_r2r_startpoint = genblk1.DSPS.A1_REG.in_reg[6]
INFO  metric post_route_setup_slack = between 6000 and 7000 ps
INFO  metric post_cts_resize_count = 0
INFO  metric pwr-share-comb = between 30% and 40%
INFO  metric cts.htree.levels = 4
INFO  metric holdCritPathClass = reg -> reg
INFO  metric fp.coreArea = between 80,000 and 90,000 sq um
INFO  metric firstDrtPassIters = 5
INFO  metric ant_nets = 0
INFO  metric hpwlAfterDp = 75.1 mm
INFO  metric worstSetupStartpointType = input pin
INFO  metric power.sequential.fraction = 34.5%
INFO  metric floorplan.die_area = ~89,000 sq um
INFO  metric count_of_distinct_cell_types_in_the_synthesized_netlist = roughly 91
INFO  metric ys_seq_elements = 195
INFO  metric cts-buffers-inserted = 17
INFO  metric power.leakage = between 10 and 15 nW
INFO  metric vias_in_the_first_global_route = approximately 22,000
INFO  metric grt_first_pass_wirelength = 141 mm
INFO  metric root_buffer = clkbuf_16
INFO  metric worst-endpoint-required = about 14,000 ps
INFO  metric groute.layer.met2.usage = between 30% and 40%
INFO  metric synth-async-reset-ratio = 0%
INFO  metric placement.setup.worst_slack = 6360 ps
INFO  metric via_count = 22,400
INFO  metric ff_type = dfxtp_1
INFO  metric final.hold.worst_slack = around 600 ps
INFO  metric setup-tns-final = 0 ps
INFO  metric power_density = between 50 and 60 nW/um^2
INFO  metric busiest_layer = met2
INFO  metric layout_top_cell = inv_1
INFO  metric setup_viol_count_final = 0
INFO  metric globalRoute.totalOverflow = 0
INFO  metric count_of_cells_along_the_worst_register_to_register_path = 21
INFO  metric chipHeight = 298 um
INFO  metric hold_viol = 0
INFO  metric grt_max_degree = just over 50
INFO  metric fp-row-count = 108
INFO  metric layout-drive-gt1-share = around 6.5%
INFO  metric criticalPathCategory = in -> reg
INFO  metric synth.top_cell.area_share = between 10% and 20%
INFO  metric r2r_end = genblk1.DSPS.M_REG.in_reg[31]
INFO  metric avg_inst_size_synth = 8.39 sq um
INFO  metric cts_setup_buffers = 0
INFO  metric status = finished, final reports clean
INFO  metric warning_total_across_the_stage_logs = roughly 90
INFO  metric synth_cells = about 3,100
INFO  metric crit_fanout = 4
INFO  metric mappedNetlistArea = about 26,000 sq um
INFO  metric met1_demand_to_capacity_share_in_global_routing = between 30% and 40%
INFO  metric worst-slew-pin-transition = around 850 ps
INFO  metric synth_chip_area = 26,300 sq um
INFO  metric grt_setup_unrepaired = false
INFO  metric initial_core_util = 30.3%
-- how the worst max path moves through the flow --
stage / from / end / slack, ps / cells after the start
6_report: PCIN[0] / genblk1.DSPS.P_REG.in_reg[46] / 6790 / 14
5_1_grt: genblk1.DSPS.A1_REG.in_reg[6] / genblk1.DSPS.M_REG.in_reg[31] / 6590 / 21
4_1_cts: PCIN[0] / genblk1.DSPS.CYO_REG.in_reg / 6900 / 14
-- stage by stage --
stage | instance area (sq um) | power, mW
floorplan | 26300 | 1.01
global placement | 30500 | 1.25
detailed placement | 30500 | 1.25
CTS | 31100 | 1.81
global route | 31100 | 1.90
finish | 31100 | 1.79
-- synthesized netlist by cell type, types with 43 or more instances --
cell / n
a211oi_1: 43
inv_1: 463
and2_1: 234
xnor2_1: 95
buf_4: 49
dfxtp_1: 195
o21ai_0: 77
ha_1: 267
nand2_1: 277
fa_1: 261
a21oi_1: 143
a21o_1: 56
nor2b_1: 49
mux2_2: 83
a22o_1: 46
nor2_1: 173
clkbuf_1: 128
-- power groups by stage --
stage                 logic [mW]  clock network, mW  registers [mW]
final                      0.620              0.555           0.619
after CTS                  0.619              0.576           0.619
after global routing       0.687              0.594           0.621
-- worst max-delay path, cell delays in order --
cell,delay (ps)
clkdlybuf4s50_1,400
a22oi_1,460
fa_1,320
inv_1,70
fa_1,470
a211o_1,350
a311oi_4,480
a2111oi_4,170
or3_4,440
a311oi_4,440
nor3_1,190
a311o_1,390
xnor2_2,140
o221ai_2,180
-- cells by family after synthesis --
family,Yosys count,synth area share [%]
flip-flops,195,14.9
buffers and inverters,661,10.2
AND/OR/NAND/NOR,922,17.6
XOR/XNOR,131,4.39
adder cells (fa/ha/maj),528,32.6
multiplexers,114,4.74
AND-OR/OR-AND,581,15.7
-- layout make-up --
type / count / area (sq um)
clock buffers: 17 / 425
well taps: 1155 / 1450
repair buffers: 381 / 3680
fillers: 9028 / 55600
diodes: 3 / 7.51
flip-flops and latches: 195 / 3910
multi-input cells: 2276 / 19700
clock inverters: 14 / 176
inverters: 465 / 1750
-- metal layers --
layer  vias up  routed length, um
li1      10700                  -
met1     10700              42000
met2       849              40600
met3        85               9660
met4         6               1440
met5         -                 45
Power figures rest on the tool's default switching activity, not on a simulated workload.
